$ cat design/flow/design.v
module 	UART_TX(clk,
				rst,
				tx,
				tx_start,
				tx_done,
				din,
				s_tick,
				tx_idle);
parameter DBITS = 8;
parameter SBITS = 1;
input clk;
input rst;
input s_tick;
input tx_start;
input [DBITS - 1:0] din;
output  tx;
output reg tx_done;
output tx_idle;
localparam	IDLE 	= 3'b000;
localparam	START	= 3'b001;
localparam	DATA	= 3'b010;
localparam	STOP	= 3'b011;
localparam  DONE	= 3'b100;
reg [3:0] s_tick_count;
reg [2:0] dbits_count;
reg [2:0] state_reg;
reg [DBITS - 1 : 0] din_reg;
reg  tx_reg;
reg tx_idle;
always@(posedge clk,negedge rst)
if(!rst)begin 
	state_reg <= IDLE ; 
	dbits_count <= 0 ;
	s_tick_count <= 0;
	tx_reg <= 1;
	din_reg <= 0;
	tx_done <= 0;
	tx_idle <= 1;
	end
else
	case(state_reg)
	IDLE			:			begin
									if(tx_start) begin 
										state_reg <= START;
										s_tick_count <= 0;
										din_reg <= din;
										tx_reg <= 0;
										tx_idle <= 0;
									end
								end
	START			:			begin
									if(s_tick)
										if(s_tick_count == 15)begin
											s_tick_count <= 0;
											state_reg <= DATA;
											din_reg <= {1'b1 , din_reg[7:1]};
											tx_reg <= din_reg[0];
										end
										else
											s_tick_count <= s_tick_count + 1; 
								end
	DATA			:			begin
									if(s_tick)
										if(s_tick_count == 15)begin
											s_tick_count <= 0;
											din_reg <= {1'b1 , din_reg[7:1]};
											tx_reg <= din_reg[0];
											if(dbits_count == DBITS - 1)begin 
												state_reg <= STOP;
												dbits_count <= 0;
												tx_reg <= 1;
											end
											else
												dbits_count <= dbits_count + 1;
										end
										else
											s_tick_count <= s_tick_count + 1; 										
								end
	STOP			:			begin
									if(s_tick)
										if(s_tick_count == 15)begin
											s_tick_count <= 0;
											if(dbits_count == SBITS - 1)begin 
												state_reg <= DONE;
												tx_done <= 1;
												dbits_count <= 0 ;
											end
											else 
												dbits_count <= dbits_count + 1; 
										end
										else
											s_tick_count <= s_tick_count + 1; 
								end
	DONE			:			begin
								tx_done <= 0 ;
								state_reg <= IDLE;
								tx_idle <= 1 ;
								end
	default			:			state_reg <= IDLE;
	endcase
assign tx = tx_reg;
endmodule
$ cat design/flow/config.mk
export PLATFORM = sky130hd
export DESIGN_NAME = UART_TX
export DESIGN_NICKNAME = UART_TX
export VERILOG_FILES = /design/flow/design.v
export SDC_FILE = /design/flow/constraint.sdc
export NUM_CORES = 4
export LEC_CHECK = 1
export CORE_AREA = 10 10 99 99
export DIE_AREA = 0 0 109 109
$ cat design/flow/constraint.sdc
current_design UART_TX

set clk_period 2.2
set clk_io_pct 0.2

create_clock -name clk0 -period $clk_period [get_ports {clk}]

set non_clock_inputs [all_inputs -no_clocks]
set_input_delay [expr $clk_period * $clk_io_pct] -clock clk0 $non_clock_inputs
set_output_delay [expr $clk_period * $clk_io_pct] -clock clk0 [all_outputs]
$ cat design/flow/run.sh
#!/bin/bash
# OpenROAD 26Q1-2900-gdf79404cd8, Yosys 0.63+post, stock flow scripts
make -C /OpenROAD-flow-scripts/flow DESIGN_CONFIG=/design/flow/config.mk WORK_HOME=/design/flow/orfs finish
==> results.yml <==
# physical design summary
worst_setup_path:
  cp.arrival_ns: 1.86
  regToRegSetupSlack_ns: 0.46
  cp.depth: 5
  path_class: "in2reg"
  reg2regPathDepth: 5
  worst_setup_path_start_kind: "input port"
  path_max_fanout: 7
  max_stage_delay_ns: 0.53
  r2r-end: "din_reg[6]"
  worstReg2RegStart: "s_tick_count[0]"
  critPathCapture: "din_reg[6]"
  cp.required_ns: 2.32
  worstSetupEndpointType: "flop"
  critPathBufInv: 1
  path_cells: "clkdlybuf4s50_1 > and4_1 > nand2_1 > o22ai_1 > a21oi_1"
  startpoint: "s_tick"
  cp_top_family: "simple AND/OR/NAND/NOR gates"
  cpMaxStageDelayCell: "clkdlybuf4s50_1"
final_timing:
  min_period_over_period_pct: 79.0
  max_freq_mhz: 575
  setup_slack_ns: 0.462
  worstMarginPinSlew_ns: 0.593
  period_needed_ns: 1.74
  tns_ns: 0
  hold_viol_final: 0
  grt_setup_unrepaired: "no"
  clock-skew-final_ns: 0.00120
  relSlewSlack_pct: 60.3
  finalSetupViolations: 0
  finalMaxSlewViolations: 0
cts:
  clock-root-buffer: "clkbuf_8"
  holdBufCountCts: 0
  clock_path_buffers: 2
  h-tree-depth: 1
  path_clk_slew_ns: 0.08
  cts_setup_buffers: 0
  clock_sinks: 23
  cts-resized-gates: 0
  cts_made_buffers: 3
  clock_latency_ns: 0.26
  cts_tree: "done"
routing:
  drtIter0Drc: 72
  wl_um: 2730
  drt_pass1_iterations: 4
  detail_route.wl_per_cell_um: 11.2
  diodes: 0
  remaining_drc_errors: 0
  antenna_left: 0
  vias_per_cell: 3.99
  vias: 977
power_and_ir_drop:
  p_per_area_nw_per_um2: 1040
  ir_drop_mv: 0.243
  power_uw: 1580
  leakagePower_uw: 0.000565
global_route:
  grt_util_all_layers_pct: 4.85
  use_met2_pct: 7.24
  grt_overflow_total: 0
  antenna_found_initial: 0
  grt_use_met3_pct: 1.79
  grt_pass1_vias: 971
  grt_pass1_wl_um: 4710
  grt_start_max_net_pins: 24
  grt-busiest-layer: "met2"
  grt.met1_usage_pct: 6.76
yosys:
  synth_cell_types: 36
  netlist_area_sq_um: 1220
  yosysTopAreaCell: "dfrtp_1"
  edf_count: 0
  ys.flops: 23
  top_cells_by_area: "dfrtp_1 (41%), dfstp_2 (6.5%), ha_1 (5.1%)"
  yosys_warnings: 1
  top_area_share_pct: 41.1
  ys_seq_share_pct: 47.5
  synthFlopType: "dfrtp_1"
  synthTopCellsByCount: "dfrtp_1 (20), nor2_1 (15), nand2_1 (13), a21oi_1 (11)"
  avgSynthCellArea_sq_um: 9.52
  yosysChipArea_sq_um: 1220
  syn_inst: 128
  async_reset_ff_share_pct: 100
  synth_stat.cells: 128
  yosysMostFrequentCell: "dfrtp_1"
hold_path:
  hold_start: "tx_idle"
  hold_class: "reg2reg"
placed_design:
  place.gp.congestion: 0.816
  pre_cts_ws_ns: 0.208
  hpwl_um: 2040
  port_buffers: 14
die:
  rows: 32
  boundaryPins: 15
  chip_area_sq_um: 11900
  die_x_um: 109
  core_sq_um: 7730
  die_h_um: 109
  initCoreUtil_pct: 15.8
finish:
  syn_to_final_growth_pct: 24.4
  post-route-util_pct: 19.6
  drive_gt1_share_pct: 9.79
  largest_reg_flops: 8
  fillers: 824
job:
  warnings: 27
  maxCapViolCount: 0
status:
  outcome: "completed"
## final cells by class
cell class / instances / area, sq um / share of cell area (%)
inverter: 5 / 18.8 / 1.24
clock buffer: 4 / 45.0 / 2.97
timing repair buffer: 18 / 170 / 11.2
tap: 102 / 128 / 8.42
multi-input combinational: 93 / 576 / 38.0
sequential: 23 / 579 / 38.2
## worst min path at each step
| stage | slack, ns | cells past startpoint | end |
|---|---|---|---|
| after CTS | 0.50 | 2 | tx_idle |
| after global routing | 0.52 | 2 | tx_idle |
| final | 0.50 | 2 | tx_idle |
## routing by layer
layer	routed length, um	part of all wire, %	up-vias
met3	175	6.4	2
met5	0	0	-
met4	24	0.88	0
met1	1340	49	455
li1	-	-	501
met2	1190	44	19
## placed cells by master (no fill, tap or decap), drive strengths merged
master,count
or2,1
nand2,13
o22ai,7
nand4,2
o31ai,2
dfstp,3
or4,1
o211ai,1
a22o,2
mux2i,1
nor2,17
a31oi,3
and4,1
a211oi,1
a22oi,1
o32a,1
o221ai,2
dfrtp,20
nand3,4
buf,4
o21ai,7
a221o,1
clkbuf,4
o2bb2ai,1
nor3,2
a21oi,11
nand2b,2
ha,5
a222oi,1
clkdlybuf4s50,14
inv,5
nor3b,1
nor2b,2
## cell families (layout without fill, tap and decap cells)
group / after synthesis / after routing / synth area share [%]
AND/OR/NAND/NOR: 46 / 46 / 18.6
AND-OR/OR-AND: 41 / 41 / 22.7
flip-flops: 23 / 23 / 47.5
buffers and inverters: 12 / 27 / 5.24
adder cells (fa/ha/maj): 5 / 5 / 5.13
multiplexers: 1 / 1 / 0.821
## through the flow
| stage | std cells | instance area (sq um) | hold slack (ns) |
|---|---|---|---|
| CTS | 245 | 1520 | 0.503 |
| floorplan | 128 | 1220 | 0.144 |
| detailed placement | 241 | 1470 | 0.490 |
| global route | 245 | 1520 | 0.524 |
| global placement | 241 | 1470 | 0.484 |
| finish | 245 | 1520 | 0.498 |
## power breakdown
part	total, uW	internal [uW]	switching (uW)	leakage [uW]
Clock	254	129	125	0.0000228
Sequential	700	573	127	0.000265
Combinational	621	283	338	0.000278
## tightest hold or removal path, stage by stage (launching register included)
cell	delay, ns
dfstp_2	0.38
nor2_1	0.08
a21oi_1	0.05
Power figures rest on the tool's default switching activity, not on a simulated workload.
