$ cat /design/flow/config.mk
export PLATFORM = sky130hd
export DESIGN_NAME = UART_RX
export DESIGN_NICKNAME = UART_RX
export VERILOG_FILES = /design/flow/design.v
export SDC_FILE = /design/flow/constraint.sdc
export NUM_CORES = 4
export LEC_CHECK = 1
export CORE_AREA = 10 10 103 103
export DIE_AREA = 0 0 113 113
$ cat /design/flow/constraint.sdc
current_design UART_RX

set clk_period 2.2
set clk_io_pct 0.2

create_clock -name clk0 -period $clk_period [get_ports {clk}]

set non_clock_inputs [all_inputs -no_clocks]
set_input_delay [expr $clk_period * $clk_io_pct] -clock clk0 $non_clock_inputs
set_output_delay [expr $clk_period * $clk_io_pct] -clock clk0 [all_outputs]
$ cat /design/flow/design.v
module 	UART_RX(clk,
				rst,
				rx,
				rx_done,
				dout,
				s_tick);
input clk;
input rst;
input s_tick;
input rx;
parameter DBITS = 8;
parameter SBITS = 1;
output [DBITS - 1 : 0] dout;
output rx_done;
localparam	IDLE 	= 2'b00;
localparam	START	= 2'b01;
localparam	DATA	= 2'b10;
localparam	STOP	= 2'b11 ;
reg [3:0] s_tick_count;
reg [2:0] dbits_count;
reg [1:0] state_reg;
reg [DBITS - 1 : 0] rx_reg;
reg done_reg;
always@(posedge clk,negedge rst)
if(!rst)begin 
	state_reg <= IDLE ; 
	dbits_count <= 0 ;
	s_tick_count <= 0;
	rx_reg <= 0;
	end
else
	case(state_reg)
	IDLE			:			begin
									if(!rx) begin 
										state_reg <= START;
										s_tick_count <= 0;
									end
								end
	START			:			begin
									if(s_tick)
										if(s_tick_count == 7)begin
											s_tick_count <= 0;
											state_reg <= DATA;
										end
										else
											s_tick_count <= s_tick_count + 1; 
								end
	DATA			:			begin
									if(s_tick)
										if(s_tick_count == 15)begin
											s_tick_count <= 0;
											rx_reg <= {rx,rx_reg[7:1]};
											if(dbits_count == DBITS - 1)begin 
												state_reg <= STOP;
												dbits_count <= 0;
											end
											else
												dbits_count <= dbits_count + 1;
										end
										else
											s_tick_count <= s_tick_count + 1; 										
								end
	STOP			:			begin
									if(s_tick)
										if(s_tick_count == 15)begin
											s_tick_count <= 0;
											if(dbits_count == SBITS - 1)begin 
												state_reg <= IDLE;
												dbits_count <= 0 ;
											end
											else 
												dbits_count <= dbits_count + 1; 
										end
										else
											s_tick_count <= s_tick_count + 1; 
								end
	endcase
always@(posedge clk ,negedge rst) 
if(!rst) done_reg <= 0 ;
else done_reg <= (state_reg == STOP) && (s_tick) && (s_tick_count == 15) && (dbits_count == SBITS - 1);
assign rx_done = done_reg;
assign dout    = rx_reg;
endmodule
$ cat /design/flow/run.sh
#!/bin/bash
# OpenROAD 26Q1-2900-gdf79404cd8, Yosys 0.63+post, stock flow scripts
make -C /OpenROAD-flow-scripts/flow DESIGN_CONFIG=/design/flow/config.mk WORK_HOME=/design/flow/orfs finish
==> impl_metrics.toml <==
# implementation run metrics
[yosys]
yosysChipArea_um2 = 980.9
ys_cells = 82
top_cell_area_share_pct = 48.47
syn_area_per_cell_um2 = 11.96
edf_count = 0
xor_share_pct = 0
synth-seq-cells = 20
area_leaders = "dfrtp_1 (48%), mux2_2 (9.2%), ha_1 (5.1%), dfstp_2 (2.7%), nand2_1 (2.3%)"
largest_area_cell = "dfrtp_1"
synthMuxAreaShare_pct = 12.76
synth_warnings = 1
topCombFamilyByArea = "simple AND/OR/NAND/NOR gates"
ys_sh_simple_pct = 14.92
ys_seq_share_pct = 51.15
synthAoiAreaFrac_pct = 12.88
syn_area_um2 = 980.9
ys.flop_type = "dfrtp_1"
async_reset_ff_share_pct = 100.0
synthCells = 82
adder_share_pct = 5.102
yosysUniqueCellTypes = 34

[min_path]
hold_start = "rx_reg[0]"
hold_depth = 1
whs_endpoint = "rx_reg[0]"
worstHoldPathType = "flop to flop"

[final_timing]
period_used_pct = 72.98
timing.setup.tns_ns = 0
setup_violations = 0
tightest_slew_ns = 0.4477
rsz0062_at_grt = "false"
drv_slew = 0
skew_ns = 0.001952
fmax_mhz = 622.9
hold_violations = 0
timing.final.ws_setup_ns = 0.5945
period_needed_ns = 1.605
slew_headroom_pct = 70.02

[placed_design]
dp_cells = 198
dp_hpwl_um = 1444
gp_congestion = 0.7141
post-place-ws_ns = 0.3313
placement.io_buffers = 12

[clock_network]
cts_inserted_buffers = 3
clk_pin_slew_ns = 0.07
clock_path_buffers = 2
clkSinkCount = 20
cts_root_buffer = "clkbuf_8"
htree_levels = 1
post_cts_resized = 0
cts_setup_buffers = 0
tritoncts = "done"
hold_buffers = 0
clk_latency_ns = 0.25

[power]
p_per_area_nw_per_um2 = 906.1
p_clk_share_pct = 23.8
p_seq_share_pct = 50.2
swShare_pct = 32.95
combPwrFrac_pct = 26.0
p_int_uw = 776.9
ir_drop_mv = 0.3516
switchingPower_uw = 381.8
p_leak_uw = 0.0005510

[worst_setup_path]
crit_type = "input port to flop"
timing.rr.start = "s_tick_count[0]"
worst_ep_required_time_ns = 2.34
r2r_slack_ns = 0.63
worst_ep_arrival_time_ns = 1.75
crit_path_max_fanout = 9
r2r_cells = 4
cp-end-kind = "flop"
r2r_end = "rx_reg[3]"
cp-start-kind = "input port"

[finish]
layout_top_cells = "dfrtp_1 (19), clkdlybuf4s50_1 (12), mux2_2 (8)"
layout_top_cell = "dfrtp_1"
area_growth_syn_to_layout_pct = 30.36
largest_register_ffs = 8
finalNonFillerCells = 202
drive_gt1_share_pct = 21.65
fillerInstances = 909
utilization_pct = 15.41

[global_routing]
grt_pass1_wl_um = 3429
grt-ovfl-total = 0
antenna_found_initial = 0
grt_usage_pct = 3.217
grt_max_degree = 21
grt_pass1_vias = 654

[drt]
dr.pass1.iters = 2
antenna_left = 0
route.vias.total = 642
post-route-drc-count = 0
vias_per_cell = 3.178
wl_um = 1934
antenna_cells_inserted = 0
drtIter0Drc = 18
post_drt_wl_per_cell_um = 9.574

[floorplanning]
die-width_um = 113
coreArea_um2 = 8299
io_pins = 13
initCoreUtil_pct = 11.82
die_area_um2 = 12770
die_y_um = 113
rows = 33

[flow_run]
warning_count = 26
cap_viol_max_count = 0

[run_status]
outcome = "finished clean"
-- kinds of logic after synthesis --
family	Yosys count
flops	20
simple gates	23
compound gates	18
mux	11
buf+inv	6
fa+ha+maj	4
-- final cells by class --
type	count	area (um2)	area share, %
repair buffers	13	127.6	9.980
clock buffers	4	55.05	4.305
multi-input cells	56	447.9	35.03
flip-flops and latches	20	501.7	39.24
well taps	105	131.4	10.27
inverters	4	15.01	1.174
-- worst max-delay path by stage --
| stage | start | end | cells past startpoint |
|---|---|---|---|
| final | s_tick | rx_reg[3] | 4 |
| after global routing | rx | s_tick_count[3] | 5 |
| after CTS | s_tick | rx_reg[3] | 4 |
-- layer usage --
metal | global-route usage, % | routed length [um] | up-vias
met4 | 0.1692 | 10 | 0
li1 | - | - | 325
met1 | 4.866 | 1105 | 303
met2 | 4.147 | 678 | 12
met3 | 1.549 | 140 | 2
met5 | 0 | 0 | -
-- cell usage after synthesis (all sizes together), types with 2 or more instances --
cell type,count
nor3,2
mux2,9
nand3,3
and2,3
ha,4
dfrtp,19
nor2b,2
and3,2
buf,2
inv,4
mux2i,2
nor3b,2
o21ai,6
a21oi,2
nand2,7
a21o,2
-- critical path: stages --
cell,delay [ns]
clkdlybuf4s50_1,0.50
and3_1,0.24
nand3_2,0.22
mux2_2,0.34
-- per-stage QoR --
step	hold slack (ns)	total power, uW	cell area (um2)
after global routing	0.5330	1259	1279
after CTS	0.5179	1174	1279
after global placement	0.4923	878.8	1224
final	0.5135	1159	1279
after floorplan	0.1444	825.3	980.9
after detailed placement	0.5009	889.3	1224
-- power groups by stage --
stage	logic [uW]	clock network, uW	registers (uW)
finish	301	276	582
global route	353	304	602
CTS	304	288	581
Power figures rest on the tool's default switching activity, not on a simulated workload.
